File: /design/flow/run.sh
#!/bin/bash
# OpenROAD 26Q1-2900-gdf79404cd8, Yosys 0.63+post, stock flow scripts
make -C /OpenROAD-flow-scripts/flow DESIGN_CONFIG=/design/flow/config.mk WORK_HOME=/design/flow/orfs finish
File: /design/flow/config.mk
export PLATFORM = sky130hd
export DESIGN_NAME = zad31
export DESIGN_NICKNAME = zad31
export VERILOG_FILES = /design/flow/design.v
export SDC_FILE = /design/flow/constraint.sdc
export NUM_CORES = 4
export LEC_CHECK = 1
export CORE_AREA = 10 10 83 83
export DIE_AREA = 0 0 93 93
File: /design/flow/constraint.sdc
current_design zad31

set clk_period 4.9
set clk_io_pct 0.2

create_clock -name clk0 -period $clk_period

set non_clock_inputs [all_inputs -no_clocks]
set_input_delay [expr $clk_period * $clk_io_pct] -clock clk0 $non_clock_inputs
set_output_delay [expr $clk_period * $clk_io_pct] -clock clk0 [all_outputs]
File: /design/flow/design.v
module zad31(
  input  [7:0] a, b,
  input sub,
  output [7:0] o
);
  function [1:0] ha(input X,Y);
    ha = ({X^Y, X&Y});
  endfunction
  function [1:0] fa(input X,Y,c);
    reg t, c1, c2, ss1;
    {t, c1} = ha(X, Y);
    {ss1, c2} = ha(t, c);
    fa = {ss1, c1 | c2};
  endfunction
  function [4:0] fa4(input [3:0] X, Y, input c);
    reg c1, c2, c3, c4, s1, s2, s3, s4;
    {s1, c1} = fa(X[0], Y[0], c); 
    {s2, c2} = fa(X[1], Y[1], c1);
    {s3, c3} = fa(X[2], Y[2], c2);
    {s4, c4} = fa(X[3], Y[3], c3);
    fa4 = {{s4, s3, s2, s1}, c4};  
  endfunction
  function [4:0] one_digit(input [3:0] X, Y, input c);
    reg carry1, carry2, testover1, testover2;
    reg [3:0] ssub, add;
    reg [4:0] extra_add, extra_sub, complement, good_add, good_sub, mask1, mask2, final_mask;
    final_mask = {c, c, c, c, c};
    {add, carry1} = fa4(X, Y, c);
    complement = fa4(~Y, 4'b1010, 1); 
    {ssub, carry2} = fa4(X, complement[4:1], 0);
    testover1 = (carry1 || add[3]&&(add[2] || add[1]));  
    testover2 = (carry2 || ssub[3]&&(ssub[2] || ssub[1]));  
    mask1 = {testover1, testover1, testover1, testover1, testover1};
    mask2 = {testover2, testover2, testover2, testover2, testover2};
    extra_add = fa4(add, 4'b0110, 0);
    extra_sub = fa4(ssub, 4'b0110, 0);
    good_add = ({carry1,add}&~mask1  | {carry1||extra_add[0],extra_add[4:1]}&mask1);
    good_sub = ({carry2,ssub}&~mask2 | {carry2||extra_sub[0],extra_sub[4:1]}&mask2);
  	one_digit = (good_sub&final_mask | good_add&~final_mask); 
  endfunction
  logic [4:0] temp_add, temp_sub;
  logic [3:0]digit1, digit2, fix_add, fix_sub, final_mask;
  logic carried1, carried2;
  assign final_mask = {sub, sub, sub, sub};
  assign {carried1, digit1} = one_digit(a[3:0], b[3:0], sub);  
  assign {carried2, digit2} = one_digit(a[7:4], b[7:4], sub);  
  assign temp_add = one_digit(digit2, {3'b000, carried1}, 0);  
  assign fix_add = temp_add[3:0];   					     	  
  assign temp_sub = one_digit(digit2, {3'b000, ~carried1}, 1);  
  assign fix_sub = temp_sub[3:0];
  assign o = {final_mask&fix_sub | ~final_mask&fix_add, digit1};
endmodule
==> run summary <==
Notes from the flow run.

Setup path:
- The worst setup path is captured at a primary output.
- Max fanout on the critical path was recorded as 2.
- The critical path's slowest stage uses the library cell sky130_fd_sc_hd__fa_2.
- The critical path is of the primary input to primary output type.
- The run puts the data required time at the worst endpoint at slightly below 4000 ps.
- Data arrives at the worst endpoint at around 4800 ps.
- In this design, the largest share of critical-path delay is due to adder cells.
- The run puts the maximum single-stage delay on the critical path at 410 ps.
- The run puts the sum of buffers and inverters on the critical path at 6.
- Traced cell by cell, the critical path runs through buf_4 > ha_4 > inv_2 > fa_2 > fa_2 > inv_2 > fa_1 > inv_2 > ha_2 > nor2b_2 > xnor2_1 > mux2i_2 > fa_2 > ha_4 > inv_4 > ha_4 > o21a_1 > mux2_4 > a211oi_2 > buf_2.
- The run gives the kind of launch point of the worst setup path as a primary input.

Floorplan:
- The floorplan step set the die width to just over 90 um.
- The run gives the placeable core area as 0.00514 mm2.
- The run puts the height of the die at 93 um.
- The die covers 0.00865 mm2.
- The run gives the number of placement rows as 26.
- The run gives the total I/O pin count as 25.
- The run puts the effective utilization at floorplan at 0.231.

Power:
- The run puts the peak ir drop on the vdd network at 172 uV.
- The run gives the post-route total power as 857 uW.
- The run gives the leakage power as 1.02 nW.
- The flow reported a cell area power density of 399 mW/mm2.

Cells and area:
- The run gives the layout cell share with drive strength beyond 1 as 0.627.
- The run puts the layout sequential cell count at 0.
- The run puts the end-of-flow core utilization at 0.418.
- The clock buffers instantiated in the layout total 0.
- Leaving out fill and tap cells, the most frequent cells in the layout are sky130_fd_sc_hd__buf_4 (44), sky130_fd_sc_hd__inv_1 (20), sky130_fd_sc_hd__inv_2 (17), sky130_fd_sc_hd__fa_2 (12), sky130_fd_sc_hd__ha_4 (11).
- The run puts the register area at 0 um2.
- Leaving out fill and tap cells, the most frequent cell in the layout is sky130_fd_sc_hd__buf_4.
- The run puts the area growth from synthesis to layout at 81.3%.
- The run puts the number of filler instances in the final layout at ~510.
- The layout stage reports a final design area of 0.00215 mm2.
- The run puts the final cell count without fillers at 271.

Yosys:
- The run puts the chip area in the Yosys report at roughly 0.0012 mm2.
- The run puts the instance tally after logic synthesis at 132.
- After synthesis, the netlist uses 26 different library cells.
- Of the total synthesized cell area, the portion taken by AND, OR, NAND and NOR gates is 0.0622.
- The run gives the area share of and-or/or-and cells after synthesis as 0.0781.
- In this run, the synthesized area fraction spent on xor and xnor cells is recorded as 0.0591.
- The run gives the number of standard cells reported by yosys as around 130.
- The run puts the post-synthesis share of cell area spent on full adders, half adders and majority gates at 0.517.
- The run gives the biggest combinational cell group after synthesis as adder cells.
- The run puts the multiplexer fraction of the synthesized cell area at 0.152.
- The run puts the mean instance size in the synthesized netlist at 8.99 um2.
- The cell area that synthesis handed to floorplanning was roughly 0.0012 mm2.
- The run gives the portion of the post-synthesis area used by sequential elements as 0.
- The run puts the number of warning messages in the yosys log at 1.

Timing:
- The final timing report lists a max-slew violation count of 0.
- Summed over all failing endpoints, the final setup total negative slack is -2500 ps.
- The final timing report counts setup violations totalling 3.
- After layout, the minimum clock period comes to 5770 ps.
- Hold is met by 2610 ps.
- Setup repair after global routing could not meet its margin everywhere.
- The run gives the final number of hold-violating endpoints as 0.
- The run puts the tightest slew margin relative to the limit at 0.801.
- The run puts the post-route fraction of the period consumed by the critical path at 1.18.
- The run gives the slew at the pin closest to its max-slew limit as about 300 ps.
- The run puts the final critical-path setup slack at -874 ps.
- The run gives the maximum frequency from static timing analysis as 173 MHz.

GRT:
- The run puts the number of antenna violations at the first check in global routing at 0.
- The run gives the global-route wire length before repair as between 5 and 6 mm.
- The number of global-route vias before repair is 1166.
- In the global route stage, overall resource usage came out at 0.0674.
- The run gives the maximum number of pins on one net before global-route repair as 15.
- The total overflow left after global routing is 0.

Drt:
- The run puts the total wire length at approximately 2.7 mm.
- The run gives the number of remaining DRC errors as 0.
- Per the detail_route report, vias per standard cell equal 3.99.
- The run puts the number of vias in the routed layout at roughly 1100.
- The run gives the iteration tally of the first detailed-router pass as 3.
- The run puts the number of inserted diodes at 0.
- The run puts the per-cell routed wire length at around 9.9 um.
- The run puts the number of nets still failing antenna checks after routing at 0.
- The run gives the detailed router's first-iteration violation count as 19.

Placement:
- The run gives the count of buffers inserted at the top-level ports as 25.
- The run gives the worst slack at placement as -1760 ps.
- The run gives the detailed placement HPWL as 2.21 mm.
- The run puts the cell area after placement at 0.00187 mm2.
- The run gives the cell count after placement as 255.
- Per the gpl log, the routability congestion estimate is 0.784.

Flow run:
- The run gives the OpenROAD warning count as 38.
- In this run the maximum-capacitance check reported violations numbering 0.

Run status:
- The checks that failed: negative setup slack.
- The flow ran to the end, but the final reports show violations.

Worst hold path:
- The most critical min-delay path falls under primary input to primary output.
path summary, 6_finish.rpt:
path	startpoint	endpoint	cells past startpoint
setup / recovery	b[5]	o[6]	20
hold / removal	sub	o[5]	5
cell families after synthesis:
kind of cell	count (synthesis)
AND/OR/NAND/NOR	13
XOR/XNOR	8
buffers and inverters	41
multiplexers	17
AND-OR/OR-AND	13
adder cells (fa/ha/maj)	40
metal layers:
layer  track usage  share of wire  vias up
met3       0.00646          0.018        2
met4       0.00257         0.0030        0
li1              -              -      561
met2         0.121           0.54       11
met1        0.0896           0.44      508
met5             0              0        -
worst min-delay path: stages:
cell and delay [ps]:
sky130_fd_sc_hd__buf_8 80, sky130_fd_sc_hd__buf_6 110, sky130_fd_sc_hd__buf_4 250, sky130_fd_sc_hd__a211oi_2 100
sky130_fd_sc_hd__buf_2 100
cell usage after synthesis, drive strengths merged:
master / instances / area share
or2: 1 / 0.0053
mux2i: 12 / 0.10
a22oi: 1 / 0.0063
nor2: 4 / 0.013
o31ai: 1 / 0.0063
o21a: 1 / 0.0063
a211oi: 3 / 0.023
fa: 15 / 0.25
nor2b: 2 / 0.011
o21ai: 2 / 0.0084
clkbuf: 1 / 0.0042
a21oi: 3 / 0.013
ha: 25 / 0.26
inv: 39 / 0.12
a211o: 1 / 0.0084
nand2b: 3 / 0.016
a21boi: 1 / 0.0063
buf: 1 / 0.0042
xor2: 2 / 0.015
nand2: 1 / 0.0032
and4: 2 / 0.015
mux2: 5 / 0.051
xnor2: 6 / 0.044
power by group:
group          switching [mW]  internal (mW)  leakage (nW)
combinational           0.339          0.518          1.02
clock                       0              0             0
sequential                  0              0             0
area by class of cell:
class,instances,area [um2],area share
tap,70,87.6,0.0407
timing repair buffer,71,589,0.274
multi-input combinational,91,1320,0.613
inverter,39,156,0.0727
what timing repair did:
| action | 4_1_cts | 5_1_grt |
|---|---|---|
| endpoints found under the setup margin | 7 | 5 |
| setup buffers | 15 | 1 |
| hold buffers | 0 | 0 |
| gates resized | 90 | 9 |
| pin swaps | 33 | 6 |
| cloned | 0 | 0 |
Power figures rest on the tool's default switching activity, not on a simulated workload.
